===== ./run.sh =====
#!/bin/bash
# OpenROAD 26Q1-2900-gdf79404cd8, Yosys 0.63+post, stock flow scripts
make -C /OpenROAD-flow-scripts/flow DESIGN_CONFIG=/design/flow/config.mk WORK_HOME=/design/flow/orfs finish

===== ./config.mk =====
export PLATFORM = sky130hd
export DESIGN_NAME = zig_fifo
export DESIGN_NICKNAME = zig_fifo
export VERILOG_FILES = /design/flow/design.v
export SDC_FILE = /design/flow/constraint.sdc
export NUM_CORES = 4
export LEC_CHECK = 1
export CORE_AREA = 10 10 74 74
export DIE_AREA = 0 0 84 84

===== ./constraint.sdc =====
current_design zig_fifo

set clk_period 3.0
set clk_io_pct 0.2

create_clock -name clk0 -period $clk_period [get_ports {clk}]

set non_clock_inputs [all_inputs -no_clocks]
set_input_delay [expr $clk_period * $clk_io_pct] -clock clk0 $non_clock_inputs
set_output_delay [expr $clk_period * $clk_io_pct] -clock clk0 [all_outputs]

===== ./design.v =====
`timescale 1ns/1ps
interface  dht_if
#(
    parameter int CODE_LENGTH   = 16,
    parameter int DC_VVEC_SIZE  = 12,                                
    parameter int AC_VVEC_SIZE  = 162
);
    logic [15:0] y_dc_huffcode[DC_VVEC_SIZE-1:0];
    logic [7:0]  y_dc_hufflength[DC_VVEC_SIZE-1:0];    
    logic [15:0] uv_dc_huffcode[DC_VVEC_SIZE-1:0];
    logic [7:0]  uv_dc_hufflength[DC_VVEC_SIZE-1:0];
    logic [15:0] y_ac_huffcode[15:0][9:0];
    logic [7:0] y_ac_hufflength[15:0][9:0];
    logic [15:0] y_eob;    
    logic [7:0] y_eob_len;
    logic [15:0] y_zrl;
    logic [7:0] y_zrl_len;
    logic [15:0] uv_ac_huffcode[15:0][9:0];
    logic [7:0] uv_ac_hufflength[15:0][9:0];
    logic [15:0] uv_eob;    
    logic [7:0] uv_eob_len;
    logic [15:0] uv_zrl;
    logic [7:0] uv_zrl_len;
    modport master(
        output y_dc_huffcode    ,
        output y_dc_hufflength  ,
        output uv_dc_huffcode   , 
        output uv_dc_hufflength ,
        output y_ac_huffcode    ,
        output y_ac_hufflength  ,
        output y_eob,    
        output y_eob_len,
        output y_zrl,
        output y_zrl_len,
        output uv_ac_huffcode   , 
        output uv_ac_hufflength ,
        output uv_eob,    
        output uv_eob_len,
        output uv_zrl,
        output uv_zrl_len
    );
    modport slave(
        input y_dc_huffcode    ,
        input y_dc_hufflength  ,
        input uv_dc_huffcode   , 
        input uv_dc_hufflength ,
        input y_ac_huffcode    ,
        input y_ac_hufflength  ,
        input y_eob,    
        input y_eob_len,
        input y_zrl,
        input y_zrl_len,
        input uv_ac_huffcode   , 
        input uv_ac_hufflength ,
        input uv_eob,    
        input uv_eob_len,
        input uv_zrl,
        input uv_zrl_len
    );
endinterface
`default_nettype none
module dpram (clk, n_rst, we, re, raddr, waddr, din, dout);
    parameter FIFO_SIZE = 1024;
    parameter BIT_WIDTH = 8;
    input wire                         clk, n_rst, we, re;
    input wire [$clog2(FIFO_SIZE)-1:0] raddr, waddr;
    input wire [BIT_WIDTH-1:0]         din;
    output reg [BIT_WIDTH-1:0]         dout;
    (* ram_style = "distributed" *) 
    reg [BIT_WIDTH-1:0] mem [FIFO_SIZE-1:0];
    always @(posedge clk) begin
        if (!n_rst)  dout <= 1'd0;
        else if (re) dout <= mem[raddr];
    end
    always @(posedge clk) begin
        if (we) mem[waddr] <= din;
    end
   integer i;   
   initial begin
        for(i = 0; i < FIFO_SIZE; i = i+1) mem[i] = 'b0;
    end
endmodule
`default_nettype wire
`default_nettype none
module fifo#(
	     parameter int FIFO_SIZE = -1,
	     parameter int BIT_WIDTH = -1
)
(clk, n_rst, we, re, din, empty,full,dout);
   input wire		       clk;
   input wire		       n_rst;
   input wire		       we;
   input wire		       re;
   input wire [BIT_WIDTH-1:0] din;
   output logic		      empty;
   output logic		      full;
   output wire [BIT_WIDTH-1:0] dout;
   localparam  int	       FIFO_WIDTH = $clog2(FIFO_SIZE+1);
   logic [(FIFO_WIDTH)-1:0]      waddr;
   logic [(FIFO_WIDTH)-1:0]      raddr;
   logic [(FIFO_WIDTH)-1:0]      raddr_in;
   logic			       we_in;
   logic			       re_in;
   dpram #(
	   .FIFO_SIZE(FIFO_SIZE+1),
	   .BIT_WIDTH(BIT_WIDTH)
	   )
   dpram_inst(
	      .clk(clk),
	      .n_rst(n_rst),
	      .we(we_in),
	      .re(re_in),
	      .waddr(waddr),
	      .raddr(raddr_in),
	      .din(din),
	      .dout(dout)
	      );
   assign we_in = we && !full;
   assign re_in = re && !empty;
   always_ff @(posedge clk ) begin 
      if(!n_rst)begin
         waddr <= FIFO_WIDTH'('b1);
      end
      else begin
         if(we_in) begin
            waddr <= ((FIFO_SIZE-1) == waddr)? {FIFO_WIDTH{1'b0}} : waddr + 'b1;
         end
         else begin
            waddr <= waddr;
         end
      end
   end
   always_ff @(posedge clk ) begin 
      if(!n_rst)begin
         raddr <= {FIFO_WIDTH{1'b0}};
      end
      else begin
         if(re_in) begin
            raddr <= ((FIFO_SIZE-1) == raddr)? {FIFO_WIDTH{1'b0}} : raddr + 'b1;
         end
         else begin
            raddr <= raddr;
         end
      end
   end
   always_comb begin
      raddr_in = ((FIFO_SIZE-1) == raddr)? {FIFO_WIDTH{1'b0}} : raddr + FIFO_WIDTH'('d1);
   end
   assign full = (waddr==raddr);
   assign empty = (raddr_in == waddr);
endmodule
`default_nettype wire
`default_nettype none
module zig_fifo
#(
    parameter int FIFO_SIZE = -1,
    parameter int MCU_SIZE =  -1,
    parameter int BIT_WIDTH = -1
)
(
    input wire                                              clk,
    input wire                                              n_rst,
    input wire                                              i_we,  
    input wire                                              i_re,
    input wire [MCU_SIZE*MCU_SIZE-1:0][BIT_WIDTH-1:0]       i_y,
    input wire [MCU_SIZE*MCU_SIZE-1:0][BIT_WIDTH-1:0]       i_u,
    input wire [MCU_SIZE*MCU_SIZE-1:0][BIT_WIDTH-1:0]       i_v,
    input wire                                              i_last,
    input wire                                              i_wait,
    output logic                                            o_empty,
    output logic                                            o_full,
    output logic [MCU_SIZE*MCU_SIZE-1:0][BIT_WIDTH-1:0]      o_y,
    output logic [MCU_SIZE*MCU_SIZE-1:0][BIT_WIDTH-1:0]      o_u,
    output logic [MCU_SIZE*MCU_SIZE-1:0][BIT_WIDTH-1:0]      o_v,
    output logic                                             o_last,
    output logic                                            o_valid
);
    localparam int FIFO_BITWIDTH = MCU_SIZE*MCU_SIZE*BIT_WIDTH*3+1;   
    logic [FIFO_BITWIDTH-1:0] fifo_idata;
    logic [FIFO_BITWIDTH-1:0] fifo_odata;
    always_comb begin
        for(int i = 0;i<(MCU_SIZE*MCU_SIZE);i++) begin
            fifo_idata[(i*BIT_WIDTH*3) +: BIT_WIDTH] = i_v[i];
            fifo_idata[(i*BIT_WIDTH*3+BIT_WIDTH) +: BIT_WIDTH] = i_u[i];
            fifo_idata[(i*BIT_WIDTH*3+(BIT_WIDTH*2)) +: BIT_WIDTH] = i_y[i];
            fifo_idata[FIFO_BITWIDTH-1] = i_last;
        end
    end
    always_comb begin
        for(int i = 0;i<(MCU_SIZE*MCU_SIZE);i++) begin
            o_y[i] = fifo_odata[(i*BIT_WIDTH*3+(BIT_WIDTH*2)) +: BIT_WIDTH] ;
            o_u[i] = fifo_odata[(i*BIT_WIDTH*3+(BIT_WIDTH)) +: BIT_WIDTH] ;
            o_v[i] = fifo_odata[(i*BIT_WIDTH*3) +: BIT_WIDTH] ;
            o_last = fifo_odata[FIFO_BITWIDTH-1] ;
        end
    end
    fifo#(
    .FIFO_SIZE(FIFO_SIZE),
    .BIT_WIDTH(FIFO_BITWIDTH)
    )
    fifo_inst(
        .clk(clk),
        .n_rst(n_rst),
        .we(i_we),
        .re(i_re),
        .din(fifo_idata),
        .empty(o_empty),
        .full(o_full),
        .dout(fifo_odata)
    );
    always_ff @(posedge clk) begin
        if(!n_rst) begin
            o_valid <= 1'b0;
        end
        else if(i_wait) begin
            o_valid <= o_valid;
        end
        else begin
            o_valid <= i_re & !o_empty;
        end
    end
endmodule
`default_nettype wire

==> reports/summary.txt <==
outcome -> finished clean
met3 usage -> 3.44%
total CTS buffers -> 3
Hold Violations, Final -> 0
RSZ-0062 raised after global routing -> false
cells after synthesis -> 68
Seq pwr share -> 38.7%
busiest metal layer after global routing -> met1
Log Warnings -> 32
Routability Congestion -> 0.751
clock latency on the worst-skew pair -> 0.25 ns
Final Critical Period -> 2.54 ns
Initial DRC Count -> 61
CP startpoint kind -> register
Final Util -> 26.5%
setup violators final -> 0
PostCTS Resize Cnt -> 0
Highest Clock Rate -> 394 MHz
share of layout cells above drive strength 1 -> 15.5%
# hold bufs at CTS -> 0
Worst EP arrival -> 1.94 ns
Comb power frac -> 44.1%
Fillers -> 408
total track usage -> 4.16%
I/O pin total -> 28
post-route setup slack -> 0.461 ns
Most common reg cell -> dfxtp_1
ys flops -> 17
vias in the first global route -> 506
Max Root-Sink Buffers -> 2
final slew viol count -> 0
# port buffers -> 20
yosys warning tally -> 6
area delta synth->final -> 31.6%
Synth area leader -> edfxtp_1
Register Area -> 420 um2
final period utilization -> 84.6%
CORE AREA -> 3970 um2
power density over the cells -> 906 nW/um2
Post-synth EDFFs -> 8
Setup Skew -> 0.000867 ns
Hold Path Class -> reg -> reg
Distinct lib cells used -> 25
Peak supply drop -> 235 uV
Final Cell Area -> 1050 um2
largest net degree at the start of global routing -> 11
global-route wire length before repair -> 2470 um
drt first pass iters -> 2
Required @ worst endpoint -> 2.40 ns
Crit Path Class -> reg -> out
Power Internal -> 0.000658 W
Clk pin slew, worst setup/hold paths -> 0.06 ns
Total Wirelength -> 1480 um
Post-synth seq share -> 52.6%
CTS HTree Levels -> 1
antenna viol nets, final -> 0
cells in synth_stat.txt -> 68
CTS Root Cell -> clkbuf_8
share of the synthesized area in the top cell type -> 30.0%
antenna cells -> 0
pre-CTS setup slack -> 0.737 ns
postcts setup bufs -> 0
P_sw -> 0.000295 W
Vias/cell -> 3.78
switching part of the total -> 31.0%
Crit. End Element -> output pin
M2 GR Usage -> 5.09%
Post-synth top cells -> dfxtp_1 (9), edfxtp_1 (8), buf_4 (7)
count leader, synth -> dfxtp_1
num rows -> 23
grt total ovfl -> 0
WL/cell -> 11.0 um
setup TNS -> 0 ns
hold slack -> 0.454 ns
Avg Inst Size Synth -> 11.8 um2
TritonCTS Sinks -> 17
DIE WIDTH -> 84 um
LEAKAGE -> 0.371 nW
yosys stat area -> 800 um2
starting density of the core -> 20.1%
CTS tree -> built
clock power share -> 17.2%
crit path max fanout -> 10
Max Cap Viol -> 0
initial antenna violation count -> 0
DRC viols -> 0
Die Span Y -> 84 um
asr flop ratio synth -> 0%
Logic cell area -> 308 um2
Vias -> 506
Chip Footprint -> 7060 um2
Area after DPL -> 1010 um2
DP HPWL -> 1150 um
mapped cell area -> 800 um2
GRT met1 Usage -> 5.71%
biggest area cells -> edfxtp_1 (30%), dfxtp_1 (23%), buf_4 (6.6%)
[state kept, by name, indices dropped and copies added, names as in the netlist]
| name | flops |
|---|---|
| fifo_inst.dpram_inst.mem[-1] | 4 |
| fifo_inst.dpram_inst.mem | 4 |
| fifo_inst.dpram_inst.dout[-1] | 1 |
| fifo_inst.dpram_inst.dout[-2] | 1 |
| fifo_inst.dpram_inst.dout[-3] | 1 |
| fifo_inst.dpram_inst.dout | 1 |
| fifo_inst.raddr[-1] | 1 |
| fifo_inst.raddr | 1 |
| fifo_inst.waddr[-1] | 1 |
| fifo_inst.waddr | 1 |
| o_valid | 1 |
[final timing paths]
kind | start | end | slack, ns | cells after the start
setup / recovery | fifo_inst.raddr[0]$_SDFFE_PN0P_ | o_empty | 0.46 | 4
hold reg to reg | o_valid$_SDFFE_PN0N_ | o_valid$_SDFFE_PN0N_ | 0.45 | 2
setup reg to reg | fifo_inst.raddr[0]$_SDFFE_PN0P_ | fifo_inst.dpram_inst.dout[-1]$_SDFFE_PN0P_ | 1.34 | 4
hold / removal | o_valid$_SDFFE_PN0N_ | o_valid$_SDFFE_PN0N_ | 0.45 | 2
[power by group through the flow]
| stage | registers [W] | clock network (W) | logic [W] |
|---|---|---|---|
| finish | 0.000369 | 0.000164 | 0.000420 |
| CTS | 0.000371 | 0.000168 | 0.000430 |
| global route | 0.000379 | 0.000176 | 0.000468 |
[critical path, cell delays in order (launching register included)]
cell             delay, ns
dfxtp_1               0.56
and2b_4               0.26
mux2i_2               0.38
inv_1                 0.08
clkdlybuf4s50_1       0.42
[cell families (layout without fill, tap and decap cells)]
family | after synthesis | in the layout | synth area share (%)
and+or+nand+nor | 15 | 15 | 10.8
muxes | 6 | 6 | 7.98
DFF | 17 | 17 | 52.6
xor gates and xnor gates | 2 | 2 | 3.13
buffers and inverters | 12 | 28 | 8.92
other | 1 | 1 | 0.469
adders and majority gates | 2 | 2 | 3.13
AOI/OAI and AO/OA | 13 | 13 | 13.0
[routing by layer]
layer  wire (um)  part of all wire [%]  vias to the layer above
met5           0                     0                        -
met4           0                     0                        0
met3         226                    15                        0
met2         556                    38                       21
met1         695                    47                      224
li1            -                     -                      261
[per-stage QoR]
step,std cells,total power [W]
final,134,0.000953
after global routing,134,0.00102
after CTS,134,0.000969
after detailed placement,130,0.000800
after global placement,130,0.000791
after floorplan,68,0.000634
[cell usage in the layout (no fill, tap or decap), types with 2 or more instances in the layout]
cell and n:
a211oi_2 4, a21oi_1 6, and2_1 2, clkbuf_8 3, clkdlybuf4s50_1 20, dfxtp_1 9, edfxtp_1 8, ha_1 2
inv_1 4, mux2i_1 5, nand2_1 6
[layout make-up]
cell class	count	area share, %
sequential	17	40.0
timing repair buffer	20	19.0
inverter	4	1.43
tap	50	5.95
clock inverter	1	0.476
multi-input combinational	39	29.3
clock buffer	3	3.92
Power figures rest on the tool's default switching activity, not on a simulated workload.
