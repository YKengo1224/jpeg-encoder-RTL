### /design/flow/config.mk
export PLATFORM = sky130hd
export DESIGN_NAME = AXIS_Master
export DESIGN_NICKNAME = AXIS_Master
export VERILOG_FILES = /design/flow/design.v
export SDC_FILE = /design/flow/constraint.sdc
export NUM_CORES = 4
export LEC_CHECK = 1
export CORE_UTILIZATION = 30
### /design/flow/constraint.sdc
current_design AXIS_Master

set clk_period 8.2
set clk_io_pct 0.2

create_clock -name clk0 -period $clk_period [get_ports {m_axis_aclk}]

set non_clock_inputs [all_inputs -no_clocks]
set_input_delay [expr $clk_period * $clk_io_pct] -clock clk0 $non_clock_inputs
set_output_delay [expr $clk_period * $clk_io_pct] -clock clk0 [all_outputs]
### /design/flow/design.v
`timescale 1ns/1ps
interface  dht_if
#(
    parameter int CODE_LENGTH   = 16,
    parameter int DC_VVEC_SIZE  = 12,                                
    parameter int AC_VVEC_SIZE  = 162
);
    logic [15:0] y_dc_huffcode[DC_VVEC_SIZE-1:0];
    logic [7:0]  y_dc_hufflength[DC_VVEC_SIZE-1:0];    
    logic [15:0] uv_dc_huffcode[DC_VVEC_SIZE-1:0];
    logic [7:0]  uv_dc_hufflength[DC_VVEC_SIZE-1:0];
    logic [15:0] y_ac_huffcode[15:0][9:0];
    logic [7:0] y_ac_hufflength[15:0][9:0];
    logic [15:0] y_eob;    
    logic [7:0] y_eob_len;
    logic [15:0] y_zrl;
    logic [7:0] y_zrl_len;
    logic [15:0] uv_ac_huffcode[15:0][9:0];
    logic [7:0] uv_ac_hufflength[15:0][9:0];
    logic [15:0] uv_eob;    
    logic [7:0] uv_eob_len;
    logic [15:0] uv_zrl;
    logic [7:0] uv_zrl_len;
    modport master(
        output y_dc_huffcode    ,
        output y_dc_hufflength  ,
        output uv_dc_huffcode   , 
        output uv_dc_hufflength ,
        output y_ac_huffcode    ,
        output y_ac_hufflength  ,
        output y_eob,    
        output y_eob_len,
        output y_zrl,
        output y_zrl_len,
        output uv_ac_huffcode   , 
        output uv_ac_hufflength ,
        output uv_eob,    
        output uv_eob_len,
        output uv_zrl,
        output uv_zrl_len
    );
    modport slave(
        input y_dc_huffcode    ,
        input y_dc_hufflength  ,
        input uv_dc_huffcode   , 
        input uv_dc_hufflength ,
        input y_ac_huffcode    ,
        input y_ac_hufflength  ,
        input y_eob,    
        input y_eob_len,
        input y_zrl,
        input y_zrl_len,
        input uv_ac_huffcode   , 
        input uv_ac_hufflength ,
        input uv_eob,    
        input uv_eob_len,
        input uv_zrl,
        input uv_zrl_len
    );
endinterface
`timescale 1ns/1ps
`default_nettype none
module AXIS_Master#(
        parameter int DATA_BITWIDTH = 8,
        parameter int FIFO_SIZE = 10
    )
    (
        input wire m_axis_aclk,
        input wire m_axis_aresetn,
        input wire[DATA_BITWIDTH-1:0] i_data,
        input wire                    i_valid,
        input wire                    i_data_end,
        output wire                   o_wait,
        output logic                        m_axis_tvalid,
        output wire[DATA_BITWIDTH-1:0]      m_axis_tdata,
        output wire [(DATA_BITWIDTH/8)-1:0] m_axis_tstrb,
        output wire                         m_axis_tlast,
        input  wire                         m_axis_tready
    );
    wire [DATA_BITWIDTH:0]  fifo_idata;
    wire                      fifo_re;
    wire                      fifo_we;
    wire                      fifo_emp;
    wire                      fifo_full;
    wire [DATA_BITWIDTH:0]  fifo_odata;
    assign o_wait = fifo_full;
    assign fifo_idata = {i_data,i_data_end};
    assign fifo_we = i_valid & !fifo_full;
    assign fifo_re = !fifo_emp & m_axis_tready;
    fifo#(
        .FIFO_SIZE(FIFO_SIZE),
        .BIT_WIDTH(DATA_BITWIDTH+1)
    )
    fifo_inst(
        .clk(m_axis_aclk),
        .n_rst(m_axis_aresetn),
        .we(fifo_we),
        .re(fifo_re),
        .din(fifo_idata),
        .empty(fifo_emp),
        .full(fifo_full),
        .dout(fifo_odata)
    );
    assign m_axis_tstrb = {(DATA_BITWIDTH/8){1'b1}};
    assign m_axis_tdata = fifo_odata[DATA_BITWIDTH -: DATA_BITWIDTH];
    assign m_axis_tlast = fifo_odata[0];
    always_ff @(posedge m_axis_aclk) begin
        if(!m_axis_aresetn) begin
            m_axis_tvalid <= 1'b0;
        end
        else begin
            m_axis_tvalid <= fifo_re;
        end
    end
endmodule
`default_nettype wire
`default_nettype none
module dpram (clk, n_rst, we, re, raddr, waddr, din, dout);
    parameter FIFO_SIZE = 1024;
    parameter BIT_WIDTH = 8;
    input wire                         clk, n_rst, we, re;
    input wire [$clog2(FIFO_SIZE)-1:0] raddr, waddr;
    input wire [BIT_WIDTH-1:0]         din;
    output reg [BIT_WIDTH-1:0]         dout;
    (* ram_style = "distributed" *) 
    reg [BIT_WIDTH-1:0] mem [FIFO_SIZE-1:0];
    always @(posedge clk) begin
        if (!n_rst)  dout <= 1'd0;
        else if (re) dout <= mem[raddr];
    end
    always @(posedge clk) begin
        if (we) mem[waddr] <= din;
    end
   integer i;   
   initial begin
        for(i = 0; i < FIFO_SIZE; i = i+1) mem[i] = 'b0;
    end
endmodule
`default_nettype wire
`default_nettype none
module fifo#(
	     parameter int FIFO_SIZE = -1,
	     parameter int BIT_WIDTH = -1
)
(clk, n_rst, we, re, din, empty,full,dout);
   input wire		       clk;
   input wire		       n_rst;
   input wire		       we;
   input wire		       re;
   input wire [BIT_WIDTH-1:0] din;
   output logic		      empty;
   output logic		      full;
   output wire [BIT_WIDTH-1:0] dout;
   localparam  int	       FIFO_WIDTH = $clog2(FIFO_SIZE+1);
   logic [(FIFO_WIDTH)-1:0]      waddr;
   logic [(FIFO_WIDTH)-1:0]      raddr;
   logic [(FIFO_WIDTH)-1:0]      raddr_in;
   logic			       we_in;
   logic			       re_in;
   dpram #(
	   .FIFO_SIZE(FIFO_SIZE+1),
	   .BIT_WIDTH(BIT_WIDTH)
	   )
   dpram_inst(
	      .clk(clk),
	      .n_rst(n_rst),
	      .we(we_in),
	      .re(re_in),
	      .waddr(waddr),
	      .raddr(raddr_in),
	      .din(din),
	      .dout(dout)
	      );
   assign we_in = we && !full;
   assign re_in = re && !empty;
   always_ff @(posedge clk ) begin 
      if(!n_rst)begin
         waddr <= FIFO_WIDTH'('b1);
      end
      else begin
         if(we_in) begin
            waddr <= ((FIFO_SIZE-1) == waddr)? {FIFO_WIDTH{1'b0}} : waddr + 'b1;
         end
         else begin
            waddr <= waddr;
         end
      end
   end
   always_ff @(posedge clk ) begin 
      if(!n_rst)begin
         raddr <= {FIFO_WIDTH{1'b0}};
      end
      else begin
         if(re_in) begin
            raddr <= ((FIFO_SIZE-1) == raddr)? {FIFO_WIDTH{1'b0}} : raddr + 'b1;
         end
         else begin
            raddr <= raddr;
         end
      end
   end
   always_comb begin
      raddr_in = ((FIFO_SIZE-1) == raddr)? {FIFO_WIDTH{1'b0}} : raddr + FIFO_WIDTH'('d1);
   end
   assign full = (waddr==raddr);
   assign empty = (raddr_in == waddr);
endmodule
`default_nettype wire
### /design/flow/run.sh
#!/bin/bash
# OpenROAD 26Q1-2900-gdf79404cd8, Yosys 0.63+post, stock flow scripts
make -C /OpenROAD-flow-scripts/flow DESIGN_CONFIG=/design/flow/config.mk WORK_HOME=/design/flow/orfs finish
==> flow_metrics.py <==
# Synthesis and PnR figures
metrics = {
    "power": {
        "combPwrFrac_pct": 32.5,
        "switching_share_pct": 34.22,
        "p_sw_w": 0.0007332,
        "p_int_w": 0.001409,
        "seqPwrFrac_pct": 36.4,
        "p_clk_share_pct": 31.1,
        "power_w": 0.002142,
        "ir_drop_uv": 148.1,
        "powerDensity_mw_per_mm2": 350.4,
        "cellLeakagePower_nw": 2.025,
    },
    "yosys": {
        "synth_seq_share_pct": 65.02,
        "ys_cells": 390,
        "async_flop_share_pct": 0,
        "ys_area_mm2": 0.005126,
        "yosys_warnings": 3,
        "top_area_cell": "edfxtp_1",
        "numSynthFlops": 117,
        "ys_types": 55,
        "synthFlopType": "edfxtp_1",
        "edf_count": 99,
        "synth_cells": 390,
        "synth_area_mm2": 0.005126,
        "synth.top_cells.by_area": "edfxtp_1 (58%), dfxtp_1 (7.0%), a211o_1 (2.7%), o21ai_0 (2.6%), a31oi_1 (2.6%)",
        "syn_avg_cell_area_um2": 13.14,
        "top_area_share_pct": 57.99,
    },
    "detailed_routing": {
        "vias": 3323,
        "ant_nets": 0,
        "insertedDiodeCount": 0,
        "viasPerCell": 5.152,
        "drcViolationCount": 0,
        "wirelength_um": 11570,
        "dr.pass1.iters": 4,
        "initialDrtViolationCount": 326,
        "avgRoutedWirePerCell_um": 17.93,
    },
    "timing": {
        "fin_tns_setup_ns": 0,
        "report.final.slew_viol_count": 0,
        "hold_violations": 0,
        "rsz0062_at_grt": "false",
        "max_slew_margin_pct": 39.14,
        "min_period_over_period_pct": 45.23,
        "final-setup-viol-count": 0,
        "finClkSkew_ns": 0.007062,
        "fin_ws_ns": 4.491,
        "worstMarginPinSlew_ns": 0.9034,
        "period_minus_slack_ns": 3.709,
        "max_freq_ghz": 0.2696,
    },
    "die": {
        "die_h_um": 132.7,
        "fp-utilization_pct": 30.80,
        "core_area_mm2": 0.01664,
        "io_pins": 25,
        "rows": 47,
        "die_x_um": 132.7,
        "die_area_mm2": 0.01761,
    },
    "critical_path": {
        "cp.required_ns": 6.56,
        "endpoint": "o_wait",
        "crit_fanout": 18,
        "rr_worst_depth": 6,
        "rr_endpoint": "fifo_inst.dpram_inst.dout[5]",
        "crit_arrival_ns": 2.07,
        "worst-setup-path-type": "reg -> out",
        "crit_start": "fifo_inst.raddr[3]",
        "r2r-start": "fifo_inst.raddr[0]",
        "r2r_setup_slack_ns": 5.38,
        "worstSetupEndpointType": "primary output",
        "start_kind": "flip-flop",
    },
    "clock_tree": {
        "cts.clk_slew.worst_paths_ns": 0.05,
        "cts_tree": "built",
        "h-tree-depth": 4,
        "cts_resized": 0,
        "post-cts-setup-buffers": 0,
        "cts_buffer_depth": 2,
        "clk_root_buffer_cell": "clkbuf_16",
        "tritoncts_num_sinks": 117,
        "insertion_delay_ns": 0.40,
        "numCtsBuffers": 17,
        "ctsHoldBuffers": 0,
    },
    "flow_run": {
        "drv_cap": 0,
        "warnings": 25,
    },
    "global_route": {
        "gr-usage-met1_pct": 19.79,
        "grt_util_all_layers_pct": 14.37,
        "antenna_found_initial": 0,
        "grt_util_met3_pct": 7.969,
        "grt.busiest_layer": "met2",
        "grt_pass1_vias": 3294,
        "grt_max_degree": 47,
        "grtUsageMet2_pct": 21.20,
        "grt_overflow": 0,
        "grt_pass1_wl_um": 18330,
    },
    "placed_design": {
        "pre_cts_slack_ns": 4.389,
        "gp_congestion": 0.8327,
        "portBuffers": 23,
        "hpwl_um": 7544,
        "dpl_cell_area_mm2": 0.005572,
    },
    "finish": {
        "layout-drive-gt1-share_pct": 14.59,
        "area_delta_synth_final_pct": 19.26,
        "fin_area_mm2": 0.006113,
    },
    "run_status": {
        "status": "finished, final reports clean",
    },
    "hold_path": {
        "hold_class": "reg -> reg",
    },
}
==> power groups by stage <==
stage,logic [W],registers [W],clock network [W]
CTS,0.000698,0.000781,0.000676
global route,0.000760,0.000790,0.000702
finish,0.000696,0.000780,0.000666
==> placed cells by master (no fill, tap or decap), types with 3 or more instances in the layout <==
cell type        count
a211o_1             16
a31oi_1             21
o41ai_2              8
o32ai_1             14
nor3_1               6
nor2b_1              6
buf_4               12
nand4_1              3
clkbuf_16           17
mux2i_1             11
clkdlybuf4s50_1     23
edfxtp_1            99
nand3_1              9
inv_1               21
a21oi_1              5
o21ai_0             27
nor2_1              18
nand2b_1             7
xnor2_1              4
nor4_2               3
o21a_1               3
o221a_2              3
mux2_2               3
clkinvlp_4           4
clkinv_2             3
dfxtp_1             18
nand2_1             13
nand3b_1             3
and3_1               3
or3_1                3
==> synth_stat cells (4+ instances only) <==
| cell type | number |
|---|---|
| edfxtp_1 | 99 |
| o21ai_0 | 27 |
| a31oi_1 | 21 |
| inv_1 | 21 |
| dfxtp_1 | 18 |
| nor2_1 | 18 |
| a211o_1 | 16 |
| o32ai_1 | 14 |
| buf_2 | 13 |
| clkbuf_1 | 13 |
| nand2_1 | 13 |
| mux2i_1 | 11 |
| nand3_1 | 9 |
| o41ai_2 | 8 |
| nand2b_1 | 7 |
| nor2b_1 | 6 |
| nor3_1 | 6 |
| a21oi_1 | 5 |
| buf_4 | 5 |
| xnor2_1 | 4 |
==> layout make-up <==
cell class,count,area [um2]
Sequential cell,117,3333
Clock inverter,13,108.9
Multi-Input combinational cell,220,1564
Tap cell,220,275.3
Clock buffer,19,432.9
Inverter,21,78.83
Fill cell,1542,10530
Timing Repair Buffer,35,320.3
==> flip-flops by register name, indices dropped and copies added (netlist names) <==
register / flops
fifo_inst.waddr: 4
m_axis_tvalid: 1
fifo_inst.dpram_inst.dout: 9
fifo_inst.dpram_inst.mem: 99
fifo_inst.raddr: 4
==> layer usage <==
layer	part of all wire, %	routed length, um
met1	42	4896
met2	46	5342
met3	10	1192
met4	1.2	136
met5	0	0
==> logic make-up after synthesis <==
kind of cell | synth area share, %
DFF | 65.02
xor gates and xnor gates | 1.025
AOI/OAI and AO/OA | 17.99
buffers and inverters | 4.711
muxes | 2.807
other | 0.07315
and+or+nand+nor | 8.372
==> worst min path at each step <==
stage | slack, ns | cells past startpoint | end | startpoint
6_report | 0.49 | 2 | fifo_inst.dpram_inst.dout[2] | fifo_inst.dpram_inst.dout[2]
4_1_cts | 0.49 | 2 | fifo_inst.dpram_inst.dout[2] | fifo_inst.dpram_inst.dout[2]
5_1_grt | 0.51 | 2 | fifo_inst.dpram_inst.dout[2] | fifo_inst.dpram_inst.dout[2]
==> critical path, stage by stage (launching register included) <==
cell             delay, ns
dfxtp_1               0.79
xnor2_1               0.22
nand4_1               0.14
inv_1                 0.07
clkdlybuf4s50_1       0.45
==> stage by stage <==
step           utilization, %  std cells  hold slack [ns]
3_3_place_gp            33.48        613           0.4778
5_1_grt                 36.73        645           0.5129
4_1_cts                 36.73        645           0.4918
2_1_floorplan               -        390           0.4346
3_5_place_dp            33.48        613           0.4770
6_report                36.73        645           0.4935
Power and IR drop assume default switching activity.
